==> flow/config.mk <==
export PLATFORM = sky130hd
export DESIGN_NAME = riscvmulti
export DESIGN_NICKNAME = riscvmulti
export VERILOG_FILES = /design/flow/design.v
export SDC_FILE = /design/flow/constraint.sdc
export NUM_CORES = 4
export LEC_CHECK = 1
export CORE_UTILIZATION = 50
==> flow/design.v <==
module alu(input  logic [31:0] a,
			  input  logic [31:0] b, 
			  input  logic [2:0]  control,
			  output logic [31:0] out, 
			  output logic zero);
		logic [31:0]tmp;
		always @(a, b, control)
        begin
				if (control == 3'b010)     
					out = a & b;
				else if( control == 3'b011)    
					out = a | b;
				else if( control == 3'b000)    
					out = a + b;
				else if( control == 3'b001)    
					out = a - b;
				else if( control == 3'b101)    
				begin
					tmp = a - b;
					out[31:1] = 31'h0;
					out[0] = (tmp[31] ==  1'b1);
				end
				if (out == 32'h00000000)
					zero = 1;
				else
					zero = 0;
		end
endmodule 
module alu_dec(input  logic [1:0] aluop,
					input  logic       op5,
					input  logic [2:0] func3,
					input  logic       func7b5,
					output logic [2:0] alucontrol);
	logic RtypeSub;
	assign RtypeSub = func7b5 & op5;  
	always_comb
		case(aluop)
			2'b00: 
			alucontrol = 3'b000;  
			2'b01: 
			alucontrol = 3'b001;  
			default:
				case(func3)  
					3'b000: 
						if (RtypeSub)
							alucontrol = 3'b001;  
						else
							alucontrol = 3'b000;  
					3'b010: 
						alucontrol = 3'b101;  
					3'b110: 
						alucontrol = 3'b011;  
					3'b111: 
						alucontrol = 3'b010;  
					default: 
						alucontrol = 3'bxxx;
				endcase
		endcase
	endmodule 
typedef enum logic[6:0] {r_type_op=7'b0110011, i_type_alu_op=7'b0010011, lw_op=7'b0000011, sw_op=7'b0100011, beq_op=7'b1100011, jal_op=7'b1101111} opcodetype;
module controller(input  logic       clk,
						input  logic       reset,
						input  logic [6:0] op,
						input  logic [2:0] func3,
						input  logic       func7b5,
						input  logic       zero,
						output logic [1:0] immsrc,
						output logic [1:0] alusrca,
						output logic [1:0] alusrcb,
						output logic [1:0] resultsrc,
						output logic       adrsrc,
						output logic [2:0] alucontrol,
						output logic       irwrite,
						output logic       pcwrite,
						output logic       regwrite,
						output logic       memwrite);
		logic pcupdate;
		logic branch;
		logic [1:0] aluop ;
		assign pcwrite = ((zero&branch)|pcupdate);
		alu_dec aludec(aluop, op[5], func3, func7b5, alucontrol);
		main_FSM fsm(clk, reset, op, branch, pcupdate, regwrite, memwrite, irwrite, resultsrc, alusrca, alusrcb, adrsrc, aluop);
		instr_dec instrdec(op, immsrc);
endmodule 
module datapath(input  logic        clk,
					 input  logic        reset,
					 input  logic        MemWrite,
					 input  logic        RegWrite,
					 input  logic        IRWrite,
					 input  logic        PCWrite,
					 input  logic        AdrSrc,
					 input  logic [1:0]  ALUSrcA,
					 input  logic [1:0]  ALUSrcB,
					 input  logic [1:0]  ImmSrc,
					 input  logic [1:0]  ResultSrc,
					 input  logic [2:0]  ALUControl,
					 input  logic [31:0] rd,
					 output logic        Zero,
					 output logic [31:0] instr,
					 output logic [31:0] Adr,
					 output logic [31:0] WriteData);
			logic [31:0] Result;
			logic [31:0] SrcA, SrcB;
			logic [31:0] ALUOut;
			logic [31:0] OldPC, A;
			logic [31:0] PC;
			logic [31:0] ImmExt;
			logic [31:0] data;
			logic [31:0] rd1, rd2;
			logic [31:0] ALUResult;
			flopenr #(32) PCReg(clk, reset, PCWrite,Result, PC);
			mux2          PCmux(PC, Result, AdrSrc, Adr);
			flopenr #(64) pc_instr(clk, reset, IRWrite, {rd, PC}, {instr, OldPC});
			flopr   #(32) Data(clk, reset, rd, data);
			reg_file      regfile(clk, RegWrite, instr[19:15], instr[24:20],
										 instr[11:7], Result, rd1, rd2);
			flopr   #(64) wrA(clk, reset, {rd1, rd2}, {A, WriteData});
			extend        ext(instr[31:7], ImmSrc, ImmExt);
			mux3          a(PC, OldPC, A, ALUSrcA, SrcA);
			mux3          b(WriteData, ImmExt, 32'd4, ALUSrcB, SrcB);
			alu           ALU1(SrcA, SrcB, ALUControl, ALUResult, Zero);
			flopr   #(32) aluflop(clk, reset, ALUResult, ALUOut);
			mux3          resmux(ALUOut, data, ALUResult, ResultSrc, Result);
endmodule 
module extend(input  logic [31:7] instr,
				  input  logic [1:0]  immsrc,
				  output logic [31:0] immext);
	always_comb
		case(immsrc)
			3'b00: immext = {{20{instr[31]}}, instr[31:20]};
			3'b01: immext = {{20{instr[31]}}, instr[31:25], instr[11:7]};
			3'b10: immext = {{20{instr[31]}}, instr[7], instr[30:25], instr[11:8], 1'b0};
			3'b11: immext = {{12{instr[31]}}, instr[19:12], instr[20], instr[30:21], 1'b0};
			default: immext = 32'bx;  
		endcase
endmodule
module flopenr #(parameter WIDTH = 8)
		  	       (input  logic               clk,
				     input  logic               reset,
					  input  logic               en,
				     input  logic [WIDTH - 1:0] d,
				     output logic [WIDTH - 1:0] q);
		always_ff @(posedge clk, posedge reset)
			if(reset)
				q <= 0;
			else if(en)
				q <= d;
endmodule 
module flopr #(parameter WIDTH = 8)
				  (input  logic        clk,
				   input  logic        reset,
				   input  logic [WIDTH - 1: 0] d,
				   output logic [WIDTH - 1: 0] q);
		always_ff @(posedge clk, posedge reset)
			if(reset)
				q <= 0;
			else 
				q <= d;
endmodule 
module instr_dec(input  logic [6:0] op,
					  output logic [1:0] immsrc);
	always_comb
		case(op)
			7'b0110011: 
				immsrc = 2'bxx;  
			7'b0010011: 
				immsrc = 2'b00;  
			7'b0000011: 
				immsrc = 2'b00;  
			7'b0100011: 
				immsrc = 2'b01;  
			7'b1100011: 
				immsrc = 2'b10;  
			7'b1101111: 
				immsrc = 2'b11;  
			default: 
				immsrc = 2'bxx;
		endcase
endmodule 
module main_FSM(input  logic       clk,
					 input  logic       rst,
					 input  logic [6:0] op,
					 output logic       branch,
					 output logic       pcupdate,
					 output logic       regwrite,
					 output logic       memwrite,
					 output logic       irwrite,
					 output logic [1:0] resultsrc,
					 output logic [1:0] alusrca,
					 output logic [1:0] alusrcb,
					 output logic       adrsrc,
					 output logic [1:0] aluop);
	logic [3:0] current_state, next_state;
	always_ff @(posedge clk, posedge rst)
		if(rst)
			current_state <= 0;
		else
			current_state <= next_state;
		always_comb
			begin
				case(current_state)
					0:
					begin
						next_state = 1;
					end
					1:
					begin
						if     (op == 7'b0000011 | op == 7'b0100011) next_state = 2;
						else if(op == 7'b0110011)                    next_state = 6;
						else if(op == 7'b0010011)                    next_state = 8;
						else if(op == 7'b1101111)                    next_state = 9;
						else if(op == 7'b1100011)                    next_state = 10;
						else                                         next_state = 2;
					end
					2:
					begin
						if     (op == 7'b0000011) next_state = 3;
						else if(op == 7'b0100011) next_state = 5;
						else                      next_state = 2;
					end
					3:
					begin
						next_state = 4;
					end
					4:
					begin
						next_state = 0;
					end
					5:
					begin
						next_state = 0;
					end
					6:
					begin
						next_state = 7;
					end
					7:
					begin
						next_state = 0;
					end
					8:
					begin
						next_state = 7;
					end
					9:
					begin
						next_state = 7;
					end
					10:
					begin
						next_state = 0;
					end
					default:
					begin
						next_state = 0;
					end
				endcase
			end
		always_comb
		begin
			case(current_state)
		0:
			begin
				adrsrc = 0;
				irwrite = 1;
				alusrca = 2'b00;
				alusrcb = 2'b10;
				aluop = 2'b00;
				resultsrc = 2'b10;
				pcupdate = 1;
				regwrite = 0;
				memwrite = 0;
				branch = 0;
			end
		1:
			begin
				alusrca = 2'b01;
				alusrcb = 2'b01;
				aluop = 2'b00;
				regwrite = 0;
				memwrite = 0;
				irwrite = 0;
				resultsrc = 0;
				adrsrc = 0;
				pcupdate = 0;
				branch = 0;
			end
		2:
			begin
				alusrca = 2'b10;
				alusrcb = 2'b01;
				aluop = 2'b00;
				regwrite = 0;
				memwrite = 0;
				irwrite = 0;
				resultsrc = 0;
				adrsrc = 0;
				pcupdate = 0;
				branch = 0;
			end
		3:
			begin
				resultsrc = 2'b00;
				adrsrc = 1'b1;
				regwrite = 0;
				memwrite = 0;
				irwrite = 0;
				alusrca = 0;
				alusrcb = 0;
				aluop = 0;
				pcupdate = 0;
				branch = 0;
			end
		4:
			begin
				resultsrc = 2'b01;
				regwrite = 1;
				memwrite = 0;
				irwrite = 0;
				alusrca = 0;
				alusrcb = 0;
				adrsrc = 0;
				aluop = 0;
				pcupdate = 0;
				branch = 0;
			end
		5:
			begin
				resultsrc = 2'b00;
				adrsrc = 1;
				memwrite = 1;
				regwrite = 0;
				irwrite = 0;
				alusrca = 0;
				alusrcb = 0;
				aluop = 0;
				pcupdate = 0;
				branch = 0;
			end
			6:
				begin
					alusrca = 2'b10;
					alusrcb = 2'b00;
					aluop = 2'b10;
					regwrite = 0;
					memwrite = 0;
					irwrite = 0;
					resultsrc = 0;
					adrsrc = 0;
					pcupdate = 0;
					branch = 0;
				end
			7:
				begin
					resultsrc = 2'b00;
					regwrite = 1;
					memwrite = 0;
					irwrite = 0;
					alusrca = 0;
					alusrcb = 0;
					adrsrc = 0;
					aluop = 0;
					pcupdate = 0;
					branch = 0;
				end
			8:
				begin
					alusrca = 2'b10;
					alusrcb = 2'b01;
					aluop = 2'b10;
					regwrite = 0;
					memwrite = 0;
					irwrite = 0;
					resultsrc = 0;
					adrsrc = 0;
					pcupdate = 0;
					branch = 0;
				end
			9:
				begin
					alusrca = 2'b01;
					alusrcb = 2'b10;
					aluop = 2'b00;
					resultsrc = 2'b00;
					pcupdate = 1;
					regwrite = 0;
					memwrite = 0;
					irwrite = 0;
					adrsrc = 0;
					branch = 0;
				end
			10:
				begin
					alusrca = 2'b10;
					alusrcb = 2'b00;
					aluop = 2'b01;
					resultsrc = 2'b00;
					branch = 1;
					regwrite = 0;
					memwrite = 0;
					irwrite = 0;
					adrsrc = 0;
					pcupdate = 0;
					branch = 1;
				end
			default:
				begin
					adrsrc = 0;
					irwrite = 1;
					alusrca = 2'b00;
					alusrcb = 2'b10;
					aluop = 2'b00;
					resultsrc = 2'b10;
					pcupdate = 1;
					regwrite = 0;
					memwrite = 0;
					branch = 0;
				end
			endcase
		end
endmodule						
module mux2(input  logic [31:0] d0,
				input  logic [31:0] d1,
				input  logic        s,
				output logic [31:0] y);
		assign y = s ? d1 : d0;
endmodule 
module mux3(input  logic [31:0] d0,
				input  logic [31:0] d1,
				input  logic [31:0] d2,
				input  logic [1:0]  s,
				output logic [31:0] y);
		assign y = s[1] ? d2 : (s[0] ? d1 : d0);
endmodule 
module reg_file(input  logic        clk,
					 input  logic        we3,
					 input  logic [4:0]  a1, a2, a3,
					 input  logic [31:0] wd3,
					 output logic [31:0] rd1, rd2);
	logic [31:0] rf[31:0];
	always_ff @(posedge clk)
		if (we3) rf[a3] <= wd3;
			assign rd1 = (a1 != 0) ? rf[a1] : 0;
			assign rd2 = (a2 != 0) ? rf[a2] : 0;
endmodule
module riscvmulti(input  logic        clk, reset,
                  output logic        MemWrite,
                  output logic [31:0] Adr, WriteData,
                  input  logic [31:0] ReadData);
		logic RegWrite, IRWrite, PCWrite, AdrSrc, Zero;
		logic [1:0] ALUSrcA, ALUSrcB, ImmSrc, ResultSrc;
		logic [2:0] ALUControl;
		logic [31:0] instr;
		controller c (clk, reset, instr[6:0], instr[14:12], instr[30], Zero, ImmSrc, ALUSrcA, ALUSrcB, ResultSrc, AdrSrc, ALUControl, IRWrite, PCWrite, RegWrite, MemWrite);
		datapath   dp(clk, reset, MemWrite, RegWrite, IRWrite, PCWrite, AdrSrc, ALUSrcA, ALUSrcB, ImmSrc, ResultSrc, ALUControl, ReadData, Zero, instr, Adr, WriteData);
endmodule 
==> flow/constraint.sdc <==
current_design riscvmulti

set clk_period 27.8
set clk_io_pct 0.2

create_clock -name clk0 -period $clk_period [get_ports {clk}]

set non_clock_inputs [all_inputs -no_clocks]
set_input_delay [expr $clk_period * $clk_io_pct] -clock clk0 $non_clock_inputs
set_output_delay [expr $clk_period * $clk_io_pct] -clock clk0 [all_outputs]
==> flow/run.sh <==
#!/bin/bash
# OpenROAD 26Q1-2900-gdf79404cd8, Yosys 0.63+post, stock flow scripts
make -C /OpenROAD-flow-scripts/flow DESIGN_CONFIG=/design/flow/config.mk WORK_HOME=/design/flow/orfs finish
==> out/metrics.csv <==
stage,metric,value,unit
cells_and_area,Filler cells,9452,
timing,skew final,0.0323,ns
place,RD Place Congestion,0.973,
logic_synthesis,"Avg Cell Area, Syn",15.8,sq um
die,die area,128000,sq um
critical_path,reg2reg end,dp.PCReg.q[23],
die,I/O pins,99,
cells_and_area,share of layout cells above drive strength 1,27.6,%
min_path,worst hold path class,reg2reg,
timing,# setup viols final,0,
logic_synthesis,YS chip area,63500,sq um
clock_network,clock buffer depth,3,
place,hpwl dp,136000,microns
global_routing,Total Routing Usage GR,38.4,%
timing,relative slew slack,37.7,%
clock_network,CTS hold repair buffers,0,
logic_synthesis,"FFs w/ async S/R, synth",17.8,%
critical_path,WP data arrival,8.73,ns
min_path,Worst Hold Depth,1,
cells_and_area,"commonest cells after routing, fill and taps aside","edfxtp_1, mux4_2, a21oi_1",
cells_and_area,Syn-to-layout area delta,12.8,%
min_path,hold_sp,dp.pc_instr.q[26],
timing,setup TNS,0,ns
critical_path,reg2reg path depth,19,
cells_and_area,Storage cell area,37000,sq um
timing,"Slew Viols, Final",0,
critical_path,RR Startpoint,c.fsm.current_state[2],
place,dpl cells,5671,
clock_network,H-tree depth,4,
logic_synthesis,Synth Warn #,10,
global_routing,largest net degree at the start of global routing,82,
detailed_routing,post-DR wirelength/cell,36.7,microns
global_routing,initial antenna violation count,8,
global_routing,first-pass GRT wire length,308000,microns
logic_synthesis,synthesized cell area,63500,sq um
cells_and_area,most frequent logic cell in the layout,edfxtp_1,
clock_network,PostCTS Resize Cnt,0,
run,tool warnings,92,
logic_synthesis,yosys cell count,4017,
logic_synthesis,Gate Count Post-Synth,4017,
detailed_routing,final wirelength,217000,microns
critical_path,required time worst endpoint,22.24,ns
clock_network,CTS buffer count,135,
logic_synthesis,Post-synth regs,1284,
detailed_routing,vias per cell,6.70,
detailed_routing,number of remaining DRC errors,0,
detailed_routing,antenna-violating nets left,0,
global_routing,remaining global-route overflow,0,
logic_synthesis,Cell area leaders,"edfxtp_1, mux4_2, dfrtp_1, mux2i_1, ha_1",
critical_path,Setup crit end kind,output port,
timing,FMAX,70.0,MHz
clock_network,Late-Pin Clk Latency,0.76,ns
logic_synthesis,post-synth cell types,91,
timing,Fin Hold WS,0.505,ns
timing,RSZ-0062 raised after global routing,no,
cells_and_area,Finished Layout Cells,5919,
die,Die Width,358,microns
die,Core Region,126000,sq um
place,dpl ws,14.57,ns
logic_synthesis,Top-area cell share,48.4,%
critical_path,worst-path maximum fanout,48,
clock_network,CTS tree,built,
cells_and_area,Comb gate area,25500,sq um
global_routing,vias in the first global route,42000,
run,max cap viols,0,
timing,post-layout min period,14.29,ns
critical_path,Critical Path Start Type,flip-flop,
logic_synthesis,Main synth FF type,edfxtp_1,
clock_network,CTS root buf,clkbuf_16,
logic_synthesis,Yosys top cell by area,edfxtp_1,
timing,count of unclocked register or latch pins,32,
timing,Slew @ Worst Pin,0.909,ns
clock_network,"CTS clk-pin slew, worst paths",0.06,ns
min_path,hold endpoint,dp.pc_instr.q[26],
timing,final worst setup slack,13.51,ns
outcome,status,finished clean,
critical_path,reg2reg setup slack,19.63,ns
die,Die Y,358,microns
critical_path,Setup CP Type,reg2out,
die,num rows,130,
detailed_routing,Pre-antenna DRT Iters,7,
logic_synthesis,number of enable flip-flop cells,1024,
detailed_routing,vias,39700,
timing,final hold viol count,0,
place,Port-buffer cells,98,
die,FP Util,50.5,%
timing,Final period util,51.4,%
timing,endpoints left unconstrained,32,
detailed_routing,DRT iter0 DRCs,3142,
clock_network,Post-CTS Setup Inserts,0,
flip-flops by register name, summed over array words and instances, names as in the netlist:
register             flops
c.fsm.current_state      4
dp.pc_instr.q           64
dp.regfile.rf         1024
dp.Data.q               32
dp.aluflop.q            32
dp.ALU1.out             32
dp.PCReg.q              32
dp.wrA.q                64
how the worst max path moves through the flow:
stage,start,end,depth (start not counted)
final,c.fsm.current_state[2],Adr[26],21
after global routing,c.fsm.current_state[2],Adr[30],23
after CTS,c.fsm.current_state[2],Adr[26],21
critical path: stages, from the launching register on:
cell and delay [ns]:
dfrtp_1 0.53, clkinv_1 0.26, nand2_1 0.13, o21ai_4 0.55, buf_4 0.61, a21oi_1 0.08
a21oi_1 0.65, ha_1 0.56, or4_1 0.68, nor4_1 0.35, o31ai_2 0.17, a21oi_1 0.33
o21ai_0 0.35, o221ai_1 0.29, a21boi_4 0.21, buf_4 0.44, dlxtn_1 0.41, nand2_1 0.06
o21ai_2 0.07, buf_4 0.39, mux2_2 0.31, clkdlybuf4s50_1 0.48
through the flow:
step                      util (%)  instance area (sq um)
after floorplan                  -                  63600
after global placement        53.5                  67300
after detailed placement      53.5                  67300
after CTS                     56.9                  71600
after global routing          56.9                  71600
final                         56.9                  71600
layer usage:
| metal | GRT usage (%) | up-vias | share of wire (%) |
|---|---|---|---|
| li1 | - | 16600 | - |
| met4 | 17.2 | 17 | 6.4 |
| met3 | 27.1 | 550 | 18 |
| met1 | 47.4 | 19800 | 31 |
| met2 | 53.4 | 2718 | 45 |
| met5 | 2.00 | - | 0.17 |
synthesized netlist by cell type (all sizes together) (19+ instances only):
cell type,count
ha,99
mux2i,175
nor4b,34
nor2,184
and2,34
dfrtp,228
and4,34
mux4,568
inv,101
mux2,94
o211ai,19
a211o,37
clkbuf,204
o21ai,99
nor2b,20
dlxtn,32
and3,37
o221ai,55
buf,99
o22ai,36
nand2,219
or2,41
nand3,26
nor3,53
edfxtp,1024
a21oi,233
area by class of cell:
| type | instances | share of cell area (%) |
|---|---|---|
| sequential | 1284 | 51.6 |
| multi-input combinational | 2359 | 35.6 |
| clock buffer | 187 | 5.27 |
| timing repair buffer | 276 | 3.31 |
| tap | 1650 | 2.88 |
| clock inverter | 57 | 0.723 |
| inverter | 102 | 0.547 |
| antenna | 4 | 0.0140 |
cell families (layout without fill, tap and decap cells):
logic type      count (synthesis)  after routing  synth area share [%]
fa+ha+maj                     101            101                  2.01
simple gates                  754            754                  6.09
latches                        32             32                 0.757
mux                           837            837                  24.6
flops                        1252           1252                  57.4
buf+inv                       405            622                  2.50
other cells                     1             36               0.00591
xor+xnor                        9              9                 0.124
compound gates                626            626                  6.50
